## design/flow/design.v

```verilog
module counter_n_bit #(
   parameter N = 10,
   parameter BOUND = 1000  
) (
   input clk,
   input rst,
   input enable,
   input restart,
   output [N-1:0] out
);
   reg [N-1:0] counter;
   always @(posedge clk or posedge rst) begin
      if (rst) counter <= 0;
      else if (restart) counter <= 0;
      else if (enable) begin
         if (counter == BOUND) counter <= 0;
         else counter <= counter + 1;
      end
   end
   genvar i;
   generate
      for(i=0; i<10;i=i+1) assign out[i] = counter[N-1-i];
   endgenerate
endmodule  
```

## design/flow/run.sh

```bash
#!/bin/bash
# OpenROAD 26Q1-2900-gdf79404cd8, Yosys 0.63+post, stock flow scripts
make -C /OpenROAD-flow-scripts/flow DESIGN_CONFIG=/design/flow/config.mk WORK_HOME=/design/flow/orfs finish
```

## design/flow/config.mk

```make
export PLATFORM = sky130hd
export DESIGN_NAME = counter_n_bit
export DESIGN_NICKNAME = counter_n_bit
export VERILOG_FILES = /design/flow/design.v
export SDC_FILE = /design/flow/constraint.sdc
export NUM_CORES = 4
export LEC_CHECK = 1
export CORE_AREA = 10 10 82 82
export DIE_AREA = 0 0 92 92
```

## design/flow/constraint.sdc

```tcl
current_design counter_n_bit

set clk_period 2.0
set clk_io_pct 0.2

create_clock -name clk0 -period $clk_period [get_ports {clk}]

set non_clock_inputs [all_inputs -no_clocks]
set_input_delay [expr $clk_period * $clk_io_pct] -clock clk0 $non_clock_inputs
set_output_delay [expr $clk_period * $clk_io_pct] -clock clk0 [all_outputs]
```

==> impl_metrics.tcl <==
# collected from the flow reports
set metrics [dict create \
    yosysCellCount 57 \
    fin_tns_setup_ps 0 \
    yosysUniqueCellTypes 23 \
    ant_nets 0 \
    cts-root-buf "clkbuf_8" \
    grt_pass1_wl_um 2600 \
    drt_iter0_drc 31 \
    p_leak_nw 0.341 \
    finalHoldViolCount 0 \
    pre_cts_slack_ps 210 \
    worstSetupPathType "flop to flop" \
    clk_path_buf_depth 2 \
    grt_usage 0.0386 \
    netlist_instances 57 \
    drive_above_1_share 0.141 \
    critPathLaunchType "flop" \
    final_max_slew_viol_count 0 \
    hold_buffers 0 \
    slew_headroom 0.735 \
    drv_cap 0 \
    fp-utilization 0.109 \
    routed_wl_um 1510 \
    gp_congestion 0.849 \
    ios 14 \
    chipHeight_um 92 \
    diodes 0 \
    insertion_delay_ps 230 \
    worst_slack_ps 384 \
    die-area_sq_um 8460 \
    synth_flops 10 \
    ctsResizeCount 0 \
    final_util 0.169 \
    coreArea_sq_um 5070 \
    register_area_sq_um 250 \
    cts_buffers 3 \
    syn_area_sq_um 553 \
    min_path_type "input pin to asynchronous set/reset pin" \
    grt_max_degree 11 \
    wl_per_cell_um 10.2 \
    power.density_nw_per_um2 587 \
    reg_top3 "counter: 10 flops" \
    drc 0 \
    rsz0062_at_grt "no" \
    cts_tree "done" \
    placed_cell_area_sq_um 801 \
    finalCritPeriodShare 0.808 \
    h-tree-depth 1 \
    grt_pass1_vias 500 \
    antenna_found_initial 0 \
    ys_seq_share 0.452 \
    top_register "counter" \
    port_buffers 13 \
    crit_required_ps 2120 \
    outcome "complete, no violations" \
    ir_drop_mv 0.243 \
    dr.pass1.iters 3 \
    gr-total-overflow 0 \
    ys_chip_area_sq_um 553 \
    tightest_slew_ps 398 \
    stdcell_area_sq_um 856 \
    warning_count 26 \
    fmax_mhz 619 \
    total_power_mw 0.502 \
    clock-sinks 10 \
    fp-row-count 26 \
    clkTransAtPathRegs_ps 50 \
    worstSetupEndpointType "flop" \
    period_needed_ps 1620 \
    cts_post_setup_buffers_inserted 0 \
    fin_skew_ps 0.665 \
    drt-vias-per-instance 3.30 \
    setup_viol 0 \
    largest_reg_flops 10 \
    logic_area_sq_um 277 \
    dieWidth_um 92 \
    vias 488 \
    cp_max_fo 4 \
    ys_warn_count 1 \
    arrival_ps 1740 \
    fill_cells 593 \
    area_growth_pct 54.8 \
    synth_area_per_cell_sq_um 9.70 \
    dp_hpwl_um 1210 \
]
-- cells in the mapped netlist --
cell	n	area, sq um
o211ai_1	1	7.51
o41ai_4	1	27.5
ha_1	2	25.0
o21ai_0	4	20.0
o31ai_1	1	7.51
o2111ai_1	1	8.76
inv_2	1	3.75
nand3b_1	1	7.51
a21oi_1	2	10.0
dfrtp_1	10	250
nor3_1	3	15.0
xor2_1	1	8.76
o22ai_1	1	6.26
inv_1	6	22.5
or3_1	2	12.5
nand2_1	3	11.3
and4b_1	1	10.0
nor2_1	6	22.5
xnor2_1	4	35.0
nand4b_1	1	8.76
nand3_1	3	15.0
o31a_2	1	10.0
a21o_1	1	7.51
-- layout by cell type, fill, tap and decap left out, types with 2 or more instances in the layout --
cell type | Yosys | final
buf_4 | 0 | 4
a21oi_1 | 2 | 2
ha_1 | 2 | 2
dfrtp_1 | 10 | 10
nor3_1 | 3 | 3
nor2_1 | 6 | 6
clkbuf_8 | 0 | 4
xnor2_1 | 4 | 4
o21ai_0 | 4 | 4
inv_1 | 6 | 6
nand2_1 | 3 | 3
nand3_1 | 3 | 3
clkdlybuf4s50_1 | 0 | 13
or3_1 | 2 | 2
-- worst max-delay path, stage by stage, from the launching register on --
cell and delay, ps:
dfrtp_1 410, inv_1 90, ha_1 160, nand3b_1 140, o31a_2 350, and4b_1 210, a21o_1 150
-- cell type report --
class                   count  share of cell area
flip-flops and latches     10               0.292
repair buffers             17               0.187
well taps                  70               0.102
inverters                   7              0.0307
clock buffers               4              0.0643
multi-input cells          40               0.323
-- stage by stage --
| step | hold slack [ps] | std cells |
|---|---|---|
| after floorplan | 240 | 57 |
| after global routing | 504 | 148 |
| after detailed placement | 544 | 144 |
| final | 459 | 148 |
| after CTS | 468 | 148 |
| after global placement | 533 | 144 |
-- kinds of logic (layout without fill, tap and decap cells) --
group,after synthesis,count (layout),synth area share
buffers and inverters,7,28,0.0475
adder cells (fa/ha/maj),2,2,0.0452
AND-OR/OR-AND,13,13,0.190
XOR/XNOR,5,5,0.0792
AND/OR/NAND/NOR,20,20,0.186
flip-flops,10,10,0.452
-- path summary, 6_finish.rpt --
check / start / endpoint / slack, ps / cells past startpoint
max in group asynchronous: rst / counter[9] / 1260 / 2
hold / removal: rst / counter[2] / 460 / 2
setup / recovery: counter[1] / counter[9] / 380 / 6
min in group clk0: counter[9] / counter[9] / 540 / 1
hold reg to reg: counter[9] / counter[9] / 540 / 1
setup reg to reg: counter[1] / counter[9] / 380 / 6
-- per-layer routing --
metal / GRT usage / vias up / part of all wire
met5: 0 / - / 0
met4: 0.00257 / 0 / 0.0066
met3: 0.0222 / 2 / 0.094
met2: 0.0553 / 11 / 0.43
met1: 0.0516 / 231 / 0.47
li1: - / 244 / -
-- power breakdown --
group	internal, mW	leakage [nW]	switching [mW]	total, mW
clock	0.173	0.0288	0.0744	0.247
combinational	0.0228	0.174	0.0207	0.0436
sequential	0.207	0.138	0.00520	0.212
total	0.402	0.341	0.100	0.502
Power and IR drop assume default switching activity.
